==> /design/flow/config.mk <==
export PLATFORM = sky130hd
export DESIGN_NAME = median_filter
export DESIGN_NICKNAME = median_filter
export VERILOG_FILES = /design/flow/design.v
export SDC_FILE = /design/flow/constraint.sdc
export NUM_CORES = 4
export LEC_CHECK = 1
export CORE_UTILIZATION = 40
==> /design/flow/constraint.sdc <==
current_design median_filter

set clk_period 3.5
set clk_io_pct 0.2

create_clock -name clk0 -period $clk_period [get_ports {clk}]

set non_clock_inputs [all_inputs -no_clocks]
set_input_delay [expr $clk_period * $clk_io_pct] -clock clk0 $non_clock_inputs
set_output_delay [expr $clk_period * $clk_io_pct] -clock clk0 [all_outputs]
==> /design/flow/design.v <==
`timescale 1ns / 1ps
module median_filter(
	input			clk		,
    input [7:0] 	dat_i	,
    input       	val_i	,
    output [7:0] 	dat_o	,
    output      	val_o
    );
	localparam 						WIDTH = 9;
	localparam 						WORD_LEN = 8;
	localparam 						MID_IND = (WIDTH-1)/2;
	reg [WORD_LEN-1 : 0] 			dat_i_r [0:WIDTH-1];
	reg [WORD_LEN*WIDTH-1 : 0] 		dat_i_pip [0:WIDTH-1];
	reg [MID_IND+WIDTH:0] 			valid_r = 0;
	integer 	width_i = 0;
	assign 		val_o = valid_r[MID_IND+WIDTH];
	assign		dat_o = dat_i_pip[WIDTH-1][MID_IND*WORD_LEN +: WORD_LEN];	
	always@(posedge clk) begin:valid_pass
		for(width_i = 0; width_i < MID_IND+WIDTH+1; width_i = width_i + 1) begin
			if(width_i == 0)
				valid_r[width_i] <= val_i;
			else
				valid_r[width_i] <= valid_r[width_i - 1];
		end
	end
	always@(posedge clk) begin:fit_in_width
		for(width_i = 0; width_i < WIDTH; width_i = width_i + 1) begin
			if(width_i == 0) begin
				if(val_i) 
					dat_i_r[width_i] <= dat_i;
				else
					dat_i_r[width_i] <= 0;
			end
			else
				dat_i_r[width_i] <= dat_i_r[width_i - 1];
		end
	end
	integer width_prime_i = 0;
	always@(posedge clk) begin:prime_pip
		for(width_prime_i = 0; width_prime_i < WIDTH; width_prime_i = width_prime_i + 2) begin
			if(width_prime_i == 0) 
				dat_i_pip[0][width_prime_i*WORD_LEN +: WORD_LEN] <= dat_i_r[width_prime_i];
			else begin
				dat_i_pip[0][width_prime_i*WORD_LEN +: WORD_LEN] <= (dat_i_r[width_prime_i]<dat_i_r[width_prime_i-1])?dat_i_r[width_prime_i]:dat_i_r[width_prime_i-1];
				dat_i_pip[0][(width_prime_i-1)*WORD_LEN +: WORD_LEN] <= (dat_i_r[width_prime_i]<dat_i_r[width_prime_i-1])?dat_i_r[width_prime_i-1]:dat_i_r[width_prime_i];
			end	
		end
	end
	integer width_odd_i = 0;
	genvar 	stage_odd_i;
	generate
		for(stage_odd_i = 1;stage_odd_i < WIDTH; stage_odd_i = stage_odd_i+2) begin:pip_stages_odd
			always@(posedge clk) begin:odd_pip
				for(width_odd_i = 0; width_odd_i < WIDTH; width_odd_i = width_odd_i + 2) begin
					if(width_odd_i == WIDTH-1)  
						dat_i_pip[stage_odd_i][width_odd_i*WORD_LEN +: WORD_LEN] <= dat_i_pip[(stage_odd_i-1)][width_odd_i*WORD_LEN +: WORD_LEN];
					else begin  
						dat_i_pip[stage_odd_i][width_odd_i*WORD_LEN +: WORD_LEN] <= (dat_i_pip[(stage_odd_i-1)][width_odd_i*WORD_LEN +: WORD_LEN]>dat_i_pip[(stage_odd_i-1)][(width_odd_i+1)*WORD_LEN +: WORD_LEN])?dat_i_pip[(stage_odd_i-1)][width_odd_i*WORD_LEN +: WORD_LEN]:dat_i_pip[(stage_odd_i-1)][(width_odd_i+1)*WORD_LEN +: WORD_LEN];
						dat_i_pip[stage_odd_i][(width_odd_i+1)*WORD_LEN +: WORD_LEN] <= (dat_i_pip[(stage_odd_i-1)][width_odd_i*WORD_LEN +: WORD_LEN]>dat_i_pip[(stage_odd_i-1)][(width_odd_i+1)*WORD_LEN +: WORD_LEN])?dat_i_pip[(stage_odd_i-1)][(width_odd_i+1)*WORD_LEN +: WORD_LEN]:dat_i_pip[(stage_odd_i-1)][width_odd_i*WORD_LEN +: WORD_LEN];
					end	
				end
			end
		end
	endgenerate
	integer 	width_even_i = 0;
	genvar 		stage_even_i;
	generate
		for(stage_even_i = 2;stage_even_i < WIDTH; stage_even_i = stage_even_i+2) begin:pip_stages_even
			always@(posedge clk) begin:even_pip
				for(width_even_i = 0; width_even_i < WIDTH; width_even_i = width_even_i + 2) begin
					if(width_even_i == 0) 	 
						dat_i_pip[(stage_even_i)][width_even_i*WORD_LEN +: WORD_LEN] <= dat_i_pip[(stage_even_i-1)][width_even_i*WORD_LEN +: WORD_LEN];
					else begin	 
						dat_i_pip[(stage_even_i)][width_even_i*WORD_LEN +: WORD_LEN] <= (dat_i_pip[(stage_even_i-1)][width_even_i*WORD_LEN +: WORD_LEN]<dat_i_pip[(stage_even_i-1)][(width_even_i-1)*WORD_LEN +: WORD_LEN])?dat_i_pip[(stage_even_i-1)][width_even_i*WORD_LEN +: WORD_LEN]:dat_i_pip[(stage_even_i-1)][(width_even_i-1)*WORD_LEN +: WORD_LEN];
						dat_i_pip[(stage_even_i)][(width_even_i-1)*WORD_LEN +: WORD_LEN] <= (dat_i_pip[(stage_even_i-1)][width_even_i*WORD_LEN +: WORD_LEN]<dat_i_pip[(stage_even_i-1)][(width_even_i-1)*WORD_LEN +: WORD_LEN])?dat_i_pip[(stage_even_i-1)][(width_even_i-1)*WORD_LEN +: WORD_LEN]:dat_i_pip[(stage_even_i-1)][width_even_i*WORD_LEN +: WORD_LEN];
					end	
				end
			end
		end
	endgenerate
endmodule
==> /design/flow/run.sh <==
#!/bin/bash
# OpenROAD 26Q1-2900-gdf79404cd8, Yosys 0.63+post, stock flow scripts
make -C /OpenROAD-flow-scripts/flow DESIGN_CONFIG=/design/flow/config.mk WORK_HOME=/design/flow/orfs finish
==> impl_metrics.env <==
# source this file to load flow results
export IMPL_status="finished, final reports clean"
export IMPL_p_leak_nw=10.86
export IMPL_grt_max_degree=17
export IMPL_hold_buffers=0
export IMPL_fin_util=0.4581
export IMPL_die_w_um=236.2
export IMPL_post_place_ws_ns=1.177
export IMPL_grt_pass1_vias=12030
export IMPL_chip_area_mm2=0.05578
export IMPL_drive_gt1_frac=0.2631
export IMPL_routed_via_count=11810
export IMPL_core_rowCount=85
export IMPL_place_area_mm2=0.02282
export IMPL_fp_util=0.4060
export IMPL_gr_usage_met2=0.2172
export IMPL_grt_busiest_layer="met2"
export IMPL_startpoint_type="flip-flop"
export IMPL_postRouteAntennaNets=0
export IMPL_htreeDepth=2
export IMPL_final_area_mm2=0.02475
export IMPL_synth_edff_count=0
export IMPL_hp_class="flip-flop to flip-flop"
export IMPL_crit_type="flip-flop to flip-flop"
export IMPL_numSynthFlops=534
export IMPL_synth_cell_types=28
export IMPL_crit_arrival_ns=2.80
export IMPL_clk_pin_slew_ns=0.06
export IMPL_grt_pass1_wl_um=60830
export IMPL_slew_headroom=0.4015
export IMPL_setup_tns_ns=0
export IMPL_clock_latency_ns=0.59
export IMPL_dp_hpwl_um=27050
export IMPL_track_usage=0.1366
export IMPL_skew_ns=0.03019
export IMPL_warning_count=25
export IMPL_synth_avg_cell_area_um2=12.69
export IMPL_antenna_found_initial=0
export IMPL_tightest_slew_ns=0.8977
export IMPL_min_period_ns=2.336
export IMPL_ys_cells=1728
export IMPL_worstPathMaxFanout=16
export IMPL_drv_cap=0
export IMPL_cts_root_buf="clkbuf_16"
export IMPL_cts_buffer_depth=3
export IMPL_first_pass_iters=5
export IMPL_pin_count=19
export IMPL_top_area_cell="dfxtp_1"
export IMPL_insertedDiodeCount=0
export IMPL_top_cell_area_share=0.4874
export IMPL_power_density_mw_per_mm2=1023
export IMPL_async_flop_share=0
export IMPL_post_cts_buffers=0
export IMPL_drc_errors=0
export IMPL_cts_resized=0
export IMPL_maxClockFrequency_ghz=0.4281
export IMPL_endpoint_kind="flip-flop"
export IMPL_hold_violations=0
export IMPL_topCellsByArea="dfxtp_1, ha_1, mux2_2"
export IMPL_fill_cells=4715
export IMPL_grt_setup_unrepaired="false"
export IMPL_synthMostInstantiatedCell="dfxtp_1"
export IMPL_drt_iter0_drc=398
export IMPL_grt_ovfl_total=0
export IMPL_via_per_inst=4.670
export IMPL_fp_dieH_um=236.2
export IMPL_synthFlopType="dfxtp_1"
export IMPL_netlist_area_mm2=0.02193
export IMPL_io_buffers=18
export IMPL_synth_seq_share=0.4874
export IMPL_finalSetupViolCount=0
export IMPL_cts_sinks=534
export IMPL_yosys_top_cells_count="dfxtp_1, ha_1, inv_1, mux2_2, mux2_4"
export IMPL_area_growth_pct=12.83
export IMPL_ir_worst_vdd_mv=0.4561
export IMPL_slew_viol_final=0
export IMPL_yosysWarnings=3
export IMPL_min_period_over_period=0.6673
export IMPL_netlist_instances=1728
export IMPL_numCtsBuffers=53
export IMPL_routedWlPerCell_um=14.40
export IMPL_ys_area_mm2=0.02193
export IMPL_grt_use_met3=0.01862
export IMPL_core_area_mm2=0.05403
export IMPL_drt_total_wl_um=36410
export IMPL_hold_ws_ns=0.3198
export IMPL_use_met1=0.2028
export IMPL_setup_slack_ns=1.164
export IMPL_cts_tree="done"
export IMPL_gp_congestion=0.8363
export IMPL_crit_required_ns=3.97
## flip-flops by register name, indices dropped and copies added (netlist names)
register   count
dat_i_pip    449
valid_r       14
dat_i_r       71
## cell usage in the layout, fill, tap and decap left out, types with 30 or more instances in the layout
cell,synthesis,routed
mux2_1,79,79
mux2_4,110,110
nor2_1,30,30
a21oi_1,48,48
dfxtp_1,534,534
ha_1,224,224
mux2_2,213,213
clkbuf_16,0,54
inv_1,224,224
nand4_1,44,44
## critical path, stage by stage (launching register included)
cell and delay [ns]:
dfxtp_1 0.35, ha_1 0.31, nor2b_1 0.13, o211ai_1 0.15, a21oi_1 0.12, o32ai_4 0.75, mux2_2 0.41
## kinds of logic after synthesis
group / count (synthesis) / share of synthesized area
AND-OR/OR-AND: 180 / 0.07261
adder cells (fa/ha/maj): 224 / 0.1278
buffers and inverters: 246 / 0.04946
flip-flops: 534 / 0.4874
multiplexers: 416 / 0.2316
AND/OR/NAND/NOR: 128 / 0.03120
## power by group
| part | switching [mW] | leakage, nW | internal (mW) |
|---|---|---|---|
| sequential | 1.32 | 4.45 | 8.02 |
| clock | 2.32 | 0.950 | 3.75 |
| combinational | 4.28 | 5.46 | 5.64 |
## layout make-up
type / count / area [um2] / area share
Sequential cell: 534 / 10690 / 0.4319
Multi-Input combinational cell: 948 / 10160 / 0.4105
Clock buffer: 66 / 1486 / 0.06006
Tap cell: 696 / 870.8 / 0.03519
Inverter: 224 / 840.8 / 0.03397
Clock inverter: 31 / 439.2 / 0.01774
Timing Repair Buffer: 29 / 262.8 / 0.01062
## stage by stage
stage / power [mW] / instances
global route: 27.07 / 2528
global placement: 19.25 / 2431
floorplan: 17.69 / 1728
CTS: 25.67 / 2528
finish: 25.33 / 2528
detailed placement: 19.41 / 2431
## layer usage
metal	vias up	wire length, um
li1	6187	-
met1	5435	18140
met2	114	16370
met3	69	971
met4	0	925
met5	-	0
## worst paths after layout
path	slack, ns	startpoint	cells past startpoint	to
setup reg to reg	1.16	dat_i_r[1][1]$_DFF_P_	6	dat_i_pip[1][8]$_DFF_P_
hold / removal	0.32	dat_i_pip[0][65]$_DFF_P_	0	dat_i_pip[1][65]$_DFF_P_
hold reg to reg	0.32	dat_i_pip[0][65]$_DFF_P_	0	dat_i_pip[1][65]$_DFF_P_
setup / recovery	1.16	dat_i_r[1][1]$_DFF_P_	6	dat_i_pip[1][8]$_DFF_P_
Power is estimated from default activity; no workload was simulated.
