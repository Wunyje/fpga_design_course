`design/flow/design.v`:
```
module mul8_parall(
	input					clk			,
	input			[7:0]	b_i			,
	input			[7:0]	a_i			,
	output	reg		[7:0]	p_o	
);
	reg [7:0] p_o_r_0 = 0;
	reg [7:0] p_o_r_1 = 0;
	reg [7:0] p_o_r_2 = 0;
	reg [7:0] p_o_r_3 = 0;
	wire [7:0] a_i_sft1_w = b_i[7]? {1'b0,a_i[7:1]}:0;
	wire [7:0] a_i_sft2_w = b_i[6]? {2'b0,a_i[7:2]}:0;
	wire [7:0] a_i_sft3_w = b_i[5]? {3'b0,a_i[7:3]}:0;
	wire [7:0] a_i_sft4_w = b_i[4]? {4'b0,a_i[7:4]}:0;
	wire [7:0] a_i_sft5_w = b_i[3]? {5'b0,a_i[7:5]}:0;
	wire [7:0] a_i_sft6_w = b_i[2]? {6'b0,a_i[7:6]}:0;
	wire [7:0] a_i_sft7_w = b_i[1]? {7'b0,a_i[7]}:0;
	always@(posedge clk) begin
		p_o_r_0 <= a_i_sft1_w + a_i_sft2_w;
		p_o_r_1 <= a_i_sft3_w + a_i_sft4_w;
		p_o_r_2 <= a_i_sft5_w + a_i_sft6_w;
		p_o_r_3 <= a_i_sft7_w;
		p_o <= p_o_r_0+ p_o_r_1+ p_o_r_2+ p_o_r_3;
	end
endmodule
```
`design/flow/run.sh`:
```
#!/bin/bash
# OpenROAD 26Q1-2900-gdf79404cd8, Yosys 0.63+post, stock flow scripts
make -C /OpenROAD-flow-scripts/flow DESIGN_CONFIG=/design/flow/config.mk WORK_HOME=/design/flow/orfs finish
```
`design/flow/config.mk`:
```
export PLATFORM = sky130hd
export DESIGN_NAME = mul8_parall
export DESIGN_NICKNAME = mul8_parall
export VERILOG_FILES = /design/flow/design.v
export SDC_FILE = /design/flow/constraint.sdc
export NUM_CORES = 4
export LEC_CHECK = 1
export CORE_AREA = 10 10 98 98
export DIE_AREA = 0 0 108 108
```
`design/flow/constraint.sdc`:
```
current_design mul8_parall

set clk_period 6.7
set clk_io_pct 0.2

create_clock -name clk0 -period $clk_period [get_ports {clk}]

set non_clock_inputs [all_inputs -no_clocks]
set_input_delay [expr $clk_period * $clk_io_pct] -clock clk0 $non_clock_inputs
set_output_delay [expr $clk_period * $clk_io_pct] -clock clk0 [all_outputs]
```
==> GITHUB_STEP_SUMMARY <==
### Metrics collected by this job

| Metric | Value |
|---|---|
| Switch share | 0.277 |
| CTS tree | done |
| CORE AREA | 7650 µm² |
| WHS Endpoint | p_o[7] |
| #FFs+latches synth | 27 |
| Setup Skew | 1.90 ps |
| Final antenna-violating net count | 0 |
| Yosys Chip Area | about 1500 µm² |
| Diode count | 0 |
| HP Class | reg2reg |
| Number of cells in Yosys stat | 144 |
| Final setup margin | 3430 ps |
| Hold_sp | p_o_r_0[7] |
| CTS Buf Count | 3 |
| Floorplan core density | 0.201 |
| # setup viols final | 0 |
| R2r setup slk | 4560 ps |
| Largest area contributor in the netlist | dfxtp_1 |
| Power Density | 241 nW/µm² |
| GRT Total Usage | 0.0494 |
| Crit Reg-Reg Startpoint | p_o_r_0[0] |
| Detailed router's first-iteration violation count | 20 |
| Synth Seq Share | 0.352 |
| Clock root buffer | clkbuf_8 |
| CTS clk-pin slew, worst paths | 90 ps |
| 1st-pass router iterations | 4 |
| Cells after synthesis | 144 |
| Layout area overhead | 25.8% |
| Ranking of synthesized cells by area | dfxtp_1 (35%), ha_1 (17%), fa_1 (10%) |
| Power share of the clock group | 0.201 |
| Yosys warns | 1 |
| Design area | a little under 2000 µm² |
| Hold-fix buffers at CTS | 0 |
| Number of global-route vias before repair | 1045 |
| Via density | 3.67 |
| Max Transition Viols Final | 0 |
| Die Y-Extent | 108 µm |
| Initial antenna violation count | 0 |
| Power, Total | 0.465 mW |
| Worst Hold Depth | 1 |
| I/O Pins | 25 |
| Slew @ Worst Pin | 250 ps |
| Top cell area share | 0.352 |
| Period utilization | 0.489 |
| DRT Wirelength | ~2.6 mm |
| R2R Path End | p_o[6] |
| CTS resizes | 0 |
| Cell Type Count | 27 |
| WL/cell | around 9.5 µm |
| Unrepaired setup endpoints after global routing | false |
| Largest net degree at the start of global routing | 17 |
| Sequential power share | 0.440 |
| Combinational share of power | 0.358 |
| Post-CTS Setup Bufs | 0 |
| Syn avg cell area | 10.7 µm² |
| Maximum buffer depth of the clock tree | 2 |
| R2R depth | 9 |
| Peak VDD IR | ~85 µV |
| Filler cell count | roughly 810 |
| Synth Cell Area | 1540 µm² |
| CP Capture Type | flip-flop |
| Port Buf Inserts | 22 |
| Share of post-route cells with drive strength above 1 | 0.0588 |
| Max-Cap Viols | 0 |
| WS Path Type | in2reg |
| Setup WS pre-CTS | approximately 3100 ps |
| Clk latency late pin | 270 ps |
| DP Wirelength | 2.23 mm |
| Psw | 0.129 mW |
| Worst path arrival time | approximately 3500 ps |
| Drt drc | 0 |
| Cell Rows | 32 |
| FMAX | 305 MHz |
| Htree depth | 1 |
| Worst slew margin | 0.833 |
| Die Width | approximately 110 µm |
| GR Overflow Total | 0 |
| Leakage | 0.859 nW |
| Vias | 998 |
| Cell Int Power | 0.336 mW |
| Critical path peak fanout | 6 |
| Required time at the worst-slack endpoint | 6910 ps |
| Status | finished clean |
| Area after DPL | 1890 µm² |
| Setup TNS | 0 ps |
| First-pass GRT wire length | 4.77 mm |
| OpenROAD warning count | 27 |
| Placer congestion estimate | 0.792 |
| Element type at the critical path start | input port |
| Full die area | 11700 µm² |
| CTS sink cnt | 27 |
| Hold Vio Cnt, Final | 0 |
| Post-route minimum period | 3270 ps |
[per-layer routing]
metal  vias up  GRT usage  wire length [µm]
met3         2     0.0114               111
met1       440     0.0724              1350
met2        17     0.0737              1080
met4         0    0.00859                46
met5         -          0                 0
li1        539          -                 -
[registers in the layout (all words and copies together) (netlist names)]
name,flops
p_o,8
p_o_r_0,8
p_o_r_1,6
p_o_r_2,4
p_o_r_3,1
[synthesized netlist by cell type (all sizes together)]
| library cell | n |
|---|---|
| and2 | 25 |
| nand3 | 1 |
| xor2 | 6 |
| inv | 6 |
| o21bai | 1 |
| nand2b | 3 |
| fa | 8 |
| nand4 | 1 |
| nor2 | 4 |
| ha | 21 |
| a221oi | 1 |
| o21ai | 3 |
| nor3 | 3 |
| o21ba | 1 |
| nand2 | 4 |
| a211oi | 1 |
| nor2b | 3 |
| a21oi | 9 |
| a21o | 6 |
| a2111oi | 1 |
| nand3b | 1 |
| dfxtp | 27 |
| o31ai | 1 |
| xnor2 | 7 |
[through the flow]
step	std cells	hold WS [ps]	utilization
2_1_floorplan	144	412	-
3_3_place_gp	268	432	0.247
3_5_place_dp	268	441	0.247
4_1_cts	272	455	0.253
5_1_grt	272	472	0.253
6_report	272	446	0.253
[critical path, cell delays in order]
cell and delay (ps):
clkdlybuf4s50_1 480, and2_1 180, ha_1 220, fa_1 410, a21o_1 200, a21oi_1 230, o21bai_1 90, a21oi_1 180
xor2_1 150
[cell usage in the layout, fill, tap and decap left out, drive strengths merged, types with 4 or more instances in the layout]
master,instances
dfxtp,27
and2,25
clkdlybuf4s50,22
ha,21
a21oi,9
fa,8
xnor2,7
a21o,6
xor2,6
inv,6
nor2,4
nand2,4
[cell families (layout without fill, tap and decap cells)]
logic type | after synthesis | in the layout | synth area share
AND/OR/NAND/NOR | 45 | 45 | 0.174
adder cells (fa/ha/maj) | 29 | 29 | 0.275
flip-flops | 27 | 27 | 0.352
AND-OR/OR-AND | 24 | 24 | 0.111
buffers and inverters | 6 | 32 | 0.0146
XOR/XNOR | 13 | 13 | 0.0740
[worst max path at each step]
| stage | start | endpoint | slack, ps | depth (start not counted) |
|---|---|---|---|---|
| after CTS | b_i[7] | p_o_r_0[6] | 3420 | 9 |
| final | b_i[6] | p_o_r_0[6] | 3430 | 9 |
| after global routing | b_i[6] | p_o_r_0[6] | 3260 | 9 |
[power groups by stage]
| stage | clock network [mW] | registers (mW) | logic (mW) |
|---|---|---|---|
| CTS | 0.0986 | 0.206 | 0.172 |
| global route | 0.105 | 0.210 | 0.195 |
| finish | 0.0936 | 0.205 | 0.167 |
[cell type report]
| class | instances | area [µm²] | share of cell area |
|---|---|---|---|
| sequential | 27 | 541 | 0.279 |
| tap | 102 | 128 | 0.0660 |
| inverter | 6 | 22.5 | 0.0116 |
| timing repair buffer | 22 | 220 | 0.114 |
| clock buffer | 3 | 41.3 | 0.0213 |
| multi-input combinational | 111 | 975 | 0.504 |
| clock inverter | 1 | 7.51 | 0.00388 |
Power is estimated from default activity; no workload was simulated.
