==> flow/run.sh <==
#!/bin/bash
# OpenROAD 26Q1-2900-gdf79404cd8, Yosys 0.63+post, stock flow scripts
make -C /OpenROAD-flow-scripts/flow DESIGN_CONFIG=/design/flow/config.mk WORK_HOME=/design/flow/orfs finish
==> flow/config.mk <==
export PLATFORM = sky130hd
export DESIGN_NAME = mul8_pipeline
export DESIGN_NICKNAME = mul8_pipeline
export VERILOG_FILES = /design/flow/design.v
export SDC_FILE = /design/flow/constraint.sdc
export NUM_CORES = 4
export LEC_CHECK = 1
export CORE_UTILIZATION = 50
==> flow/constraint.sdc <==
current_design mul8_pipeline

set clk_period 3.5
set clk_io_pct 0.2

create_clock -name clk0 -period $clk_period [get_ports {clk}]

set non_clock_inputs [all_inputs -no_clocks]
set_input_delay [expr $clk_period * $clk_io_pct] -clock clk0 $non_clock_inputs
set_output_delay [expr $clk_period * $clk_io_pct] -clock clk0 [all_outputs]
==> flow/design.v <==
module mul8_pipeline(
	output reg [7:0] p_o = 0	,  
	output			  valid_o	,  
	input			  clk		,  
	input			  valid_i	,  
	input 		[7:0] a_i		,
	input 		[7:0] b_i
);
	reg [6:0] 	a_shift_r0 = 0;
	reg [5:0] 	a_shift_r1 = 0;
	reg [4:0] 	a_shift_r2 = 0;
	reg [3:0] 	a_shift_r3 = 0;
	reg [2:0] 	a_shift_r4 = 0;
	reg [1:0] 	a_shift_r5 = 0;
	reg     	a_shift_r6 = 0;
	reg [7:0] 	b_shift_r0 = 0;
	reg [6:0] 	b_shift_r1 = 0;
	reg [5:0] 	b_shift_r2 = 0;
	reg [4:0] 	b_shift_r3 = 0;
	reg [3:0] 	b_shift_r4 = 0;
	reg [2:0] 	b_shift_r5 = 0;
	reg [1:0] 	b_shift_r6 = 0;
	reg [7:0] mid_res_0 = 0;
	reg [7:0] mid_res_1 = 0;
	reg [7:0] mid_res_2 = 0;
	reg [7:0] mid_res_3 = 0;
	reg [7:0] mid_res_4 = 0;
	reg [7:0] mid_res_5 = 0;
	wire [7:0] mid_res_0_w = b_shift_r0[7]	?a_shift_r0:0;
	wire [7:0] mid_res_1_w = b_shift_r1[6]	?(mid_res_0 + a_shift_r1):mid_res_0;
	wire [7:0] mid_res_2_w = b_shift_r2[5]	?(mid_res_1 + a_shift_r2):mid_res_1;
	wire [7:0] mid_res_3_w = b_shift_r3[4]	?(mid_res_2 + a_shift_r3):mid_res_2;
	wire [7:0] mid_res_4_w = b_shift_r4[3]	?(mid_res_3 + a_shift_r4):mid_res_3;
	wire [7:0] mid_res_5_w = b_shift_r5[2]	?(mid_res_4 + a_shift_r5):mid_res_4;
	wire [7:0] mid_res_6_w = b_shift_r6[1]	?(mid_res_5 + a_shift_r6):mid_res_5;
	reg [7:0] valid_r = 0;
	assign valid_o = valid_r[7];
	always@(posedge clk) begin
		valid_r[0] <= valid_i;
		valid_r[1] <= valid_r[0];
		valid_r[2] <= valid_r[1];
		valid_r[3] <= valid_r[2];
		valid_r[4] <= valid_r[3];
		valid_r[5] <= valid_r[4];
		valid_r[6] <= valid_r[5];
		valid_r[7] <= valid_r[6];
	end
	always@(posedge clk)
		if(valid_i)
			a_shift_r0 <= a_i >> 1;
		else
			a_shift_r0 <= 0;
	always@(posedge clk) begin
		a_shift_r1 <= a_shift_r0[6:1];
		a_shift_r2 <= a_shift_r1[5:1];
		a_shift_r3 <= a_shift_r2[4:1];
		a_shift_r4 <= a_shift_r3[3:1];
		a_shift_r5 <= a_shift_r4[2:1];
		a_shift_r6 <= a_shift_r5[1];
	end
	always@(posedge clk)
		if(valid_i)
			b_shift_r0 <= b_i;
		else
			b_shift_r0 <= 0;
	always@(posedge clk) begin
		b_shift_r1 <= b_shift_r0[6:0];
		b_shift_r2 <= b_shift_r1[5:0];
		b_shift_r3 <= b_shift_r2[4:0];
		b_shift_r4 <= b_shift_r3[3:0];
		b_shift_r5 <= b_shift_r4[2:0];
		b_shift_r6 <= b_shift_r5[1:0];
	end		
	always@(posedge clk) begin
		mid_res_0 <= mid_res_0_w;
		mid_res_1 <= mid_res_1_w;
		mid_res_2 <= mid_res_2_w;
		mid_res_3 <= mid_res_3_w;
		mid_res_4 <= mid_res_4_w;
		mid_res_5 <= mid_res_5_w;
		p_o <= mid_res_6_w;
	end
endmodule
==> run_results.csv <==
group,metric,value,unit
status,status,"complete, no violations",
power_and_ir_drop,p_seq_share,45.8,%
logic_synthesis,synthCells,328,
sta,setup_viol,0,
critical_path,critPathLaunchType,"register",
layout,stdcell_count,481,
drt,drcViolationCount,0,
drt,vias,2321,
clock_tree,cts_tree,"done",
global_routing,grt_pass1_wl,9370,um
clock_tree,clock_path_buffers,2,
sta,finalCritPeriodShare,55.6,%
critical_path,cp.buffers_inverters,1,
layout,area_growth,23.3,%
clock_tree,path_clk_slew,0.06,ns
sta,slew_violations,0,
sta,slew-limit-headroom,69.7,%
drt,routed_via_density,4.83,
power_and_ir_drop,p_comb_share,5.7,%
floorplan,chipHeight,90.9,um
layout,drive_gt1_share,12.7,%
global_routing,grt_use_total,14.6,%
critical_path,crit_path_max_incr_delay,0.45,ns
logic_synthesis,yosys_cells,328,
clock_tree,h-tree-depth,4,
critical_path,arrival,1.25,ns
logic_synthesis,ys.flops,119,
floorplan,chipArea,8260,sq um
layout,regArea,2380,sq um
drt,drt_iter0_markers,50,
floorplan,io_pins,27,
placed_design,post-dp-hpwl,3540,um
power_and_ir_drop,power,3.32,mW
floorplan,initial_utilization,51.4,%
layout,mi_logic_area,1480,sq um
power_and_ir_drop,p_per_area,681,nW/um^2
clock_tree,cts_resized,0,
critical_path,path_cells,"clkdlybuf4s50_1",
drt,drt-total-wl,5320,um
power_and_ir_drop,p_int,2.62,mW
critical_path,crit_fanout,1,
sta,worst_pin_slew,0.455,ns
placed_design,place_inst,450,
critical_path,cp.depth,1,
drt,avgRoutedWirePerCell,11.1,um
drt,ant_nets,0,
critical_path,cp_slowest_cell,"clkdlybuf4s50_1",
drt,antennaDiodeCount,0,
run,max-cap-violations,0,
critical_path,crit_type,"register to output pin",
critical_path,end_kind,"output pin",
logic_synthesis,synth.distinct_cells,37,
floorplan,num_rows,32,
global_routing,antenna_found_initial,0,
sta,rsz0062_at_grt,"no",
clock_tree,cts_hold_buffers,0,
sta,fin_skew,0.00612,ns
clock_tree,insertion_delay,0.49,ns
placed_design,numPortBuffers,24,
global_routing,grt_pass1_vias,2207,
power_and_ir_drop,clockPowerShare,48.5,%
placed_design,gp_congestion,0.804,
logic_synthesis,netlist_area,3950,sq um
worst_hold_path,hold_path_depth,0,
sta,hold_viol,0,
power_and_ir_drop,p_switching,0.696,mW
clock_tree,clock-sinks,119,
logic_synthesis,yosys-stat-area,3950,sq um
layout,fill_cells,613,
floorplan,die_w,90.9,um
drt,first_pass_iters,6,
global_routing,grt_max_degree,17,
critical_path,cpLargestDelayFamily,"buffers and inverters",
worst_hold_path,hp-class,"register to register",
power_and_ir_drop,leakage,2.02,nW
logic_synthesis,postSynthAreaPerCell,12.1,sq um
run,warnings,27,
sta,max_freq,514,MHz
critical_path,r2r_cells,7,
sta,tns,0,ns
power_and_ir_drop,switching_share,21.0,%
global_routing,overflow,0,
clock_tree,cts-buffers-inserted,17,
power_and_ir_drop,vdd_drop_max,466,uV
sta,period_minus_slack,1.95,ns
logic_synthesis,synth.yosys.warnings,1,
clock_tree,postCtsSetupBuffers,0,
clock_tree,clockRootBuffer,"clkbuf_8",
critical_path,crit_required,2.80,ns
logic_synthesis,ys_seq_share,60.3,%
floorplan,core,7690,sq um
## layer usage
layer	vias up	part of all wire (%)	global-route usage, %
li1	1188	-	-
met1	1082	40	17.9
met2	39	54	26.6
met3	12	3.7	4.28
met4	0	1.9	2.25
met5	-	0	0
## synth_stat cells
cell type | instances | share of area, %
a211oi_1 | 3 | 0.57
a211oi_2 | 1 | 0.32
a21o_1 | 3 | 0.57
a21oi_1 | 11 | 1.4
a311o_1 | 1 | 0.25
a31o_2 | 1 | 0.22
and2_1 | 21 | 3.3
and2b_1 | 1 | 0.19
and3_1 | 1 | 0.16
and4_1 | 1 | 0.22
buf_2 | 3 | 0.38
clkbuf_1 | 1 | 0.095
dfxtp_1 | 119 | 60
fa_1 | 5 | 2.5
ha_1 | 22 | 7.0
inv_1 | 20 | 1.9
mux2_2 | 15 | 4.3
mux2i_1 | 3 | 0.76
nand2_1 | 10 | 0.95
nand2b_1 | 2 | 0.32
nand3_1 | 6 | 0.76
nand4_1 | 8 | 1.3
nor2_1 | 13 | 1.2
nor2b_1 | 4 | 0.63
nor3_1 | 1 | 0.13
nor4_1 | 1 | 0.16
o2111ai_1 | 1 | 0.22
o211ai_1 | 6 | 1.1
o21a_1 | 1 | 0.19
o21ai_0 | 6 | 0.76
o21ai_1 | 2 | 0.25
o21bai_1 | 1 | 0.19
o22ai_1 | 1 | 0.16
o31a_1 | 1 | 0.22
or3_1 | 1 | 0.16
xnor2_1 | 21 | 4.7
xor2_1 | 10 | 2.2
## stage by stage
stage               cell area [sq um]  hold WS (ns)  setup WS [ns]  utilization (%)
finish                           4870         0.321           1.55             63.4
global route                     4870         0.329           1.49             63.4
CTS                              4870         0.323           1.53             63.4
detailed placement               4300         0.312           1.70             56.0
global placement                 4300         0.310           1.71             56.0
floorplan                        3950         0.310           1.83                -
## registers in the layout (all words and copies together), names as in the netlist, 6 cells and up
name and cells:
mid_res_4 8, mid_res_1 8, mid_res_2 8, mid_res_0 7, mid_res_3 8, valid_r 8, a_shift_r0 7, a_shift_r1 6
b_shift_r1 6, p_o 8, b_shift_r0 7, mid_res_5 8
## cell type report
class	instances	area share [%]
well taps	102	2.62
multi-input cells	185	30.3
clock buffers	19	9.07
flip-flops and latches	119	48.9
repair buffers	24	4.93
clock inverters	12	2.65
inverters	20	1.54
## worst register-to-register path: stages (launching register included)
cell and delay (ns):
dfxtp_1 0.32, ha_1 0.21, inv_1 0.07, fa_1 0.42, nor2b_1 0.18, o31a_1 0.20, nor4_1 0.07, a311o_1 0.27
## cell usage in the layout, fill, tap and decap left out, types with 8 or more instances in the layout
| master | netlist | final |
|---|---|---|
| dfxtp_1 | 119 | 119 |
| clkdlybuf4s50_1 | 0 | 24 |
| ha_1 | 22 | 22 |
| xnor2_1 | 21 | 21 |
| and2_1 | 21 | 21 |
| inv_1 | 20 | 20 |
| clkbuf_16 | 0 | 16 |
| mux2_2 | 15 | 15 |
| nor2_1 | 13 | 13 |
| a21oi_1 | 11 | 11 |
| nand2_1 | 10 | 10 |
| xor2_1 | 10 | 10 |
| nand4_1 | 8 | 8 |
## cell families after synthesis
| family | Yosys count | synth area share (%) |
|---|---|---|
| and+or+nand+nor | 70 | 9.50 |
| buffers and inverters | 24 | 2.37 |
| AOI/OAI and AO/OA | 39 | 6.46 |
| DFF | 119 | 60.3 |
| adders and majority gates | 27 | 9.50 |
| muxes | 18 | 5.03 |
| xor gates and xnor gates | 31 | 6.87 |
## final timing paths
check                start       endpoint  slack, ns
max             valid_r[7]        valid_o       1.55
min reg2reg  b_shift_r4[1]  b_shift_r5[1]       0.32
max reg2reg   mid_res_0[0]   mid_res_1[6]       1.63
min          b_shift_r4[1]  b_shift_r5[1]       0.32
## power by group through the flow
stage	Sequential [mW]	Clock (mW)	Combinational, mW
after CTS	1.52	1.64	0.192
after global routing	1.53	1.72	0.215
final	1.52	1.61	0.188
Power and IR drop assume default switching activity.
